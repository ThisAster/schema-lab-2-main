===== flow/design.v =====
`timescale 1ns / 1ps
module cuberoot(
    input clk_i,
    input rst_i,
    input [8:0] a_i,
    input start_i,
    output wire busy_o,
    output reg [3:0] y_bo
);
localparam IDLE = 0;
localparam WORK = 1;
localparam MUL1 = 2;
localparam MUL2 = 3;
localparam WAIT_MUL2 = 4;
localparam CHECK_X = 5;
localparam SUB_B = 6;
reg signed [15:0] s;
wire end_step;
reg [8:0] x;
reg [31:0] b, y, tmp1;
reg [4:0] state;
reg  [7:0] mult1_a;
reg  [7:0] mult1_b;
wire [15:0] mult1_y;
reg  mult1_start;
wire mult1_busy;
mul mul_inst(
    .clk_i(clk_i),
    .rst_i(rst_i),
    .a_bi(mult1_a),
    .b_bi(mult1_b),
    .start_i(mult1_start),
    .busy_o(mult1_busy),
    .y_bo(mult1_y)
);
assign end_step = (s == 'hfffd);  
assign busy_o = (state != IDLE);
always @(posedge clk_i) begin
    if (rst_i) begin
        y_bo <= 0;
        s <= 0;
        mult1_start <= 0;
        state <= IDLE;
    end else begin
        case (state)
            IDLE:
                begin
                    if (start_i) begin
                        y_bo <= 0;
                        mult1_start <= 0;
                        state <= WORK;
                        x <= a_i;
                        s <= 'd30;  
                        y <= 0;
                    end
                end
            WORK:
                begin
                    if (end_step) begin
                        state <= IDLE;
                        y_bo <= y;
                    end else begin
                        y <= y << 1;
                        state <= MUL1;
                    end
                end
            MUL1:
                begin
                    tmp1 <= y << 1;
                    state <= MUL2;
                end
            MUL2:
                begin
                    mult1_a <= tmp1 + y;
                    mult1_b <= y + 1;
                    mult1_start <= 1;
                    state <= WAIT_MUL2;
                 end
            WAIT_MUL2:
                 begin
                    mult1_start <= 0;
                    if(~mult1_busy && ~mult1_start) begin
                        b <= mult1_y + 1 << s;
                        s <= s - 3;
                        state <= CHECK_X;
                    end
                end
            CHECK_X:
                begin
                    if (x >= b) begin
                        y <= y + 1;
                        state <= SUB_B;
                    end else begin
                        state <= WORK;
                    end
                end
            SUB_B:
                begin
                      x <= x + ~b + 1;
                      state <= WORK;
                end
        endcase
    end
end
endmodule
`timescale 1ns / 1ps
module lab2(
    input clk_i,
    input rst_i, 
    input [7:0] a_i, 
    input [7:0] b_i, 
    input start_i,  
    output wire busy_o,  
    output reg [3:0] y_bo
);
localparam IDLE = 0;
localparam SQRT_SET = 1;
localparam SQRT_WAIT = 2;
localparam SQRT3_SET = 3;
localparam SQRT3_WAIT = 4;
reg [4:0] state; 
assign busy_o = (state != IDLE);
reg [8:0] a_i_cr;
reg start_i_cr;
wire busy_o_cr;
wire [3:0] y_bo_cr;
cuberoot cuberoot_inst (
    .clk_i(clk_i),
    .rst_i(rst_i),
    .a_i(a_i_cr),
    .start_i(start_i_cr),
    .busy_o(busy_o_cr),
    .y_bo(y_bo_cr)
);
reg [7:0] x_r;
reg start_r;
wire [1:0] root_busy_r;
wire [3:0] result_r;
root root1 (
    .clk_i(clk_i),
    .rst_i(rst_i),
    .start_i(start_r),
    .x_bi(x_r),
    .busy_o(root_busy_r),
    .y_bo(result_r)
); 
reg [3:0] b_squared;
always @(posedge clk_i) begin
    if (rst_i) begin
        state <= IDLE;
        a_i_cr <= 0;
        start_i_cr <= 0;
        x_r <= 0;
        start_r <= 0;
        b_squared <= 0;
    end else begin
        case (state)
            IDLE:
                begin
                    if (start_i) begin
                        state <= SQRT_SET;
                    end
                end
            SQRT_SET:
                begin
                    x_r <= b_i;
                    start_r <= 1;
                    state <= SQRT_WAIT;
                end
            SQRT_WAIT:
                begin
                    start_r <= 0;
                    if (~root_busy_r && ~start_r) begin
                        b_squared <= result_r;
                        state <= SQRT3_SET;
                    end
                end
            SQRT3_SET:
                begin
                    a_i_cr <= b_squared + a_i;
                    start_i_cr <= 1;
                    state <= SQRT3_WAIT;
                end
            SQRT3_WAIT:
                begin
                    start_i_cr <= 0;
                    if (~busy_o_cr && ~start_i_cr) begin
                        y_bo <= y_bo_cr;
                        state <= IDLE;
                    end
                end
            endcase
        end 
    end    
endmodule
`timescale 1ns / 1ps
module mul(
    input clk_i,
    input rst_i,
    input [7:0] a_bi,
    input [7:0] b_bi,
    input start_i,
    output busy_o,
    output reg [15:0] y_bo
);
localparam IDLE = 1'b0;
localparam WORK = 1'b1;
reg [2:0] ctr;
wire [2:0] end_step;
wire [7:0] part_sum;
wire [15:0] shifted_part_sum;
reg [7:0] a, b;
reg [15:0] part_res;
reg state = IDLE;
assign part_sum = a & {8{b [ctr] } };
assign shifted_part_sum = part_sum << ctr;
assign end_step = (ctr == 3'h7);
assign busy_o = (state != IDLE);
always @(posedge clk_i) begin
    if (rst_i) begin
        ctr <= 0;
        part_res <= 0;
        y_bo <= 0;
        state <= IDLE;
    end else begin
        case (state)
            IDLE :
                begin
                    if (start_i) begin
                        ctr <= 0;
                        part_res <= 0;
                        y_bo <= 0;
                        state <= WORK;
                        a <= a_bi;
                        b <= b_bi;
                        ctr <= 0;
                        part_res <= 0;
                    end
                 end
            WORK:
                begin
                    if (end_step) begin
                        state <= IDLE;
                        y_bo <= part_res;
                    end
                    part_res <= part_res + shifted_part_sum;
                    ctr <= ctr + 1;
                end
        endcase
    end
end
endmodule
`timescale 1ns / 1ps
module root(
    input clk_i,
    input rst_i,
    input start_i,
    input [7:0] x_bi,
    output reg [3:0] y_bo,
    output busy_o
);
localparam IDLE = 2'h0;
localparam FIRST_STEP = 2'h1;
localparam SECOND_STEP = 2'h2;
reg [7:0] x, part_result, b;
reg [6:0] m;
reg [1:0] state;
wire end_step; 
wire x_above_b;
assign end_step = (m == 0);
assign x_above_b = (x >= b);
assign busy_o = (state != IDLE);
always @(posedge clk_i)
    if (rst_i) begin
        y_bo <= 0;
        b <= 0;
        state <= IDLE;
    end else begin
        case (state)
            IDLE:
                begin
                    if (start_i) begin
                        state <= FIRST_STEP;
                        part_result <= 0;
                        x <= x_bi;
                        m <= 7'b1000000;
                    end
                end
            FIRST_STEP:
                begin
                    if (!end_step) begin
                       b <= part_result | m;
                       part_result <= part_result >> 1;
                       state <= SECOND_STEP; 
                    end else begin
                        y_bo <= part_result[3:0];    
                        state <= IDLE;
                    end     
                end
            SECOND_STEP:
                begin
                    if(x_above_b) begin
                        x <= x - b;
                        part_result = part_result | m;
                    end
                    m <= m >> 2;
                    state <= FIRST_STEP;
                end    
        endcase
    end    
endmodule

===== flow/run.sh =====
#!/bin/bash
# OpenROAD 26Q1-2900-gdf79404cd8, Yosys 0.63+post, stock flow scripts
make -C /OpenROAD-flow-scripts/flow DESIGN_CONFIG=/design/flow/config.mk WORK_HOME=/design/flow/orfs finish

===== flow/config.mk =====
export PLATFORM = sky130hd
export DESIGN_NAME = lab2
export DESIGN_NICKNAME = lab2
export VERILOG_FILES = /design/flow/design.v
export SDC_FILE = /design/flow/constraint.sdc
export NUM_CORES = 4
export LEC_CHECK = 1
export CORE_UTILIZATION = 50

===== flow/constraint.sdc =====
current_design lab2

set clk_period 6.2
set clk_io_pct 0.2

create_clock -name clk0 -period $clk_period [get_ports {clk_i}]

set non_clock_inputs [all_inputs -no_clocks]
set_input_delay [expr $clk_period * $clk_io_pct] -clock clk0 $non_clock_inputs
set_output_delay [expr $clk_period * $clk_io_pct] -clock clk0 [all_outputs]

==> qor.txt <==
Ports: 24
first-pass GRT wire length: 46000 µm
class of the worst hold path: reg -> reg
top-count cell post-synth: nor2_1
Iter 0 DRT Violations: 693
Synth Cell Area: 12500 µm²
status: complete, no violations
post_cts resized: 0
Die Span Y: 160 µm
Hold Fails Final Rpt: 0
final setup vio count: 0
Max-area cell share: 0.266
number of global-route vias before repair: 9084
clock sinks: 210
MUX area fraction: 0.0577
Post-synth top cells: 143 x nor2_1, 111 x edfxtp_1, 99 x dfxtp_1
Cell area leaders: edfxtp_1 27%, dfxtp_1 16%, ha_1 5.6%, nor2_1 4.3%, a21oi_1 3.7%
worst slew pin tran: 0.798 ns
post-layout min period: 3.74 ns
fill cell count: 2134
Max-Slew Margin vs Limit: 0.467
XOR-XNOR Cells, Area Fraction: 0.0322
Adder Area Share: 0.0639
die width: 160 µm
CTS Root Cell: clkbuf_16
Synth flops: 210
Worst Setup Start Kind: flop
CTS Buf Count: 25
Reg clk slew, reported paths: 0.06 ns
Log Warnings: 33
DR vias/cell: 5.81
largest net degree at the start of global routing: 54
number of buffers added on ports: 23
gr usage total: 0.230
row count: 57
H-tree Lvls: 1
Final TNS setup: 0 ns
crit path kind: reg -> reg
# DRC: 0
dpl cells: 1628
leading area contributor after synthesis: edfxtp_1
Compound Share, Synth: 0.171
RSZ-0062 raised after global routing: no
Yosys chip area: 12500 µm²
GRT overflow: 0
share of cells above drive strength 1: 0.0770
Post-synth ARST share: 0
ys cells: 1339
Final Non-Filler Cells: 1674
Synth logic family: simple AND/OR/NAND/NOR gates
main flop type: edfxtp_1
Vias: 9726
post-CTS setup repair buffer count: 0
worst skew pair latency: 0.53 ns
placer congestion estimate: 0.903
Crit Path Max Fanout: 17
power density cells: 269 nW/µm²
clock skew: 0.0122 ns
CP arrival: 4.16 ns
Routed WL: 27500 µm
core outline area: 24500 µm²
simple share: 0.205
Longest Clk Path Bufs: 3
First-pass DRT Iterations: 6
TritonCTS clock tree: yes
Seq share, synth: 0.424
VDD IR-drop max: 242 µV
dpl hpwl: 19200 µm
fin crit share: 0.603
Reg area: 5320 µm²
Lkg Pwr: 4.95 nW
Layout area overhead: 10.5%
Hold Buf Count CTS: 0
Post-synth EDFFs: 111
per-cell routed wire length: 16.4 µm
Mapped Cells: 1339
count of pins over their slew limit: 0
fmax: 268 MHz
Crit path required time: 6.62 ns
syn_area_per_cell: 9.36 µm²
remaining antenna violation count: 0
Critical Path Sink Type: flop
Synth Warn #: 5
max cap viols: 0
post-synth cell types: 89
initial antenna violation count: 0
Antenna Cells: 0
Chip Area: 25700 µm²
fp util: 0.512
area of the multi-input gates: 6650 µm²
==> layout make-up <==
cell class,count,area share
Clock inverter,7,0.00425
Clock buffer,39,0.0556
Multi-Input combinational cell,985,0.480
Tap cell,324,0.0293
Inverter,59,0.0160
Sequential cell,210,0.384
Timing Repair Buffer,50,0.0311
==> worst max-delay path, cell delays in order, from the launching register on <==
cell     delay, ns
dfxtp_1       0.78
mux4_2        0.60
nand2_1       0.14
and2_1        0.23
nor2_1        0.07
ha_1          0.33
a21o_1        0.19
a21oi_1       0.19
o21ai_0       0.21
o31a_1        0.32
or3_1         0.30
a32o_1        0.26
==> power breakdown <==
| part | switching (mW) | internal, mW |
|---|---|---|
| registers | 0.0528 | 1.54 |
| logic | 0.437 | 0.246 |
| clock network | 0.580 | 0.863 |
==> cell families after synthesis <==
family          after synthesis
mux                          60
simple gates                497
compound gates              321
xor+xnor                     46
flops                       210
buf+inv                     144
fa+ha+maj                    61
==> metal layers <==
layer	up-vias	share of wire	GRT usage
met5	-	0	0
met4	0	0.016	0.0398
met3	31	0.043	0.0303
met2	226	0.46	0.349
li1	4956	-	-
met1	4513	0.49	0.378
==> registers in the layout, indices dropped and copies added (netlist names), 7 cells and up <==
register                         count
cuberoot_inst.mult1_a                8
cuberoot_inst.mul_inst.y_bo         16
a_i_cr                               9
cuberoot_inst.mul_inst.a             8
root1.part_result                    7
root1.x                              8
cuberoot_inst.mul_inst.b             8
cuberoot_inst.b                     32
cuberoot_inst.y                      8
cuberoot_inst.mult1_b                8
x_r                                  8
root1.b                              7
cuberoot_inst.s                     16
cuberoot_inst.mul_inst.part_res     16
cuberoot_inst.x                      9
cuberoot_inst.tmp1                   7
==> path summary, 6_finish.rpt <==
kind	from	endpoint	slack, ns	depth (start not counted)
hold reg to reg	cuberoot_inst.mult1_a[6]	cuberoot_inst.mul_inst.a[6]	0.41	0
hold / removal	cuberoot_inst.mult1_a[6]	cuberoot_inst.mul_inst.a[6]	0.41	0
setup / recovery	cuberoot_inst.mul_inst.ctr[0]	cuberoot_inst.mul_inst.part_res[12]	2.46	11
setup reg to reg	cuberoot_inst.mul_inst.ctr[0]	cuberoot_inst.mul_inst.part_res[12]	2.46	11
==> per-stage QoR <==
stage | setup WS [ns] | hold slack, ns | util | total power, mW | cell area, µm²
4_1_cts | 2.46 | 0.417 | 0.566 | 3.76 | 13900
2_1_floorplan | 2.82 | 0.400 | - | 2.13 | 12500
3_3_place_gp | 2.50 | 0.406 | 0.532 | 2.30 | 13000
6_report | 2.46 | 0.413 | 0.566 | 3.72 | 13900
3_5_place_dp | 2.49 | 0.405 | 0.532 | 2.30 | 13000
5_1_grt | 2.15 | 0.424 | 0.566 | 3.90 | 13900
==> cell usage in the layout, fill, tap and decap left out, types with 26 or more instances in the layout <==
cell / n
nor2_1: 143
edfxtp_1: 111
dfxtp_1: 99
a21oi_1: 93
nand2_1: 90
inv_1: 56
o21ai_0: 56
ha_1: 56
nand3_1: 44
mux2i_1: 43
xnor2_1: 29
nor3_1: 29
nor4_1: 29
buf_4: 28
nor2b_1: 27
clkbuf_16: 27
nand4_1: 26
No activity file was given, so power comes from the tool's default toggle rates.
